===== design.v =====
module alu(
    input [7:0] a,
    input [7:0] b,
    input [2:0] op,
    output reg [7:0] result
);
    localparam ADD = 3'b000;
    localparam SUB = 3'b001;
    localparam AND = 3'b010;
    localparam OR  = 3'b011;
    localparam XOR = 3'b100;
    localparam SHL = 3'b101;
    localparam SHR = 3'b110;
    localparam NOT = 3'b111;
    always @(*) begin
        case (op)
            ADD: result = a + b;
            SUB: result = a - b;
            AND: result = a & b;
            OR:  result = a | b;
            XOR: result = a ^ b;
            SHL: result = a << b[2:0];
            SHR: result = a >> b[2:0];
            NOT: result = ~a;
            default: result = 8'b0;
        endcase
    end
endmodule
module control_unit(
    input [3:0] opcode,
    output reg [2:0] alu_op,
    output reg reg_write_en
);
    localparam INST_ADD = 4'h0;
    localparam INST_SUB = 4'h1;
    localparam INST_AND = 4'h2;
    localparam INST_OR  = 4'h3;
    localparam INST_XOR = 4'h4;
    localparam INST_SHL = 4'h5;
    localparam INST_SHR = 4'h6;
    localparam INST_NOT = 4'h7;
    localparam INST_NOP = 4'hF;
    always @(*) begin
        reg_write_en = 1'b0;
        alu_op = 3'b000;
        case (opcode)
            INST_ADD: begin
                alu_op = 3'b000;
                reg_write_en = 1'b1;
            end
            INST_SUB: begin
                alu_op = 3'b001;
                reg_write_en = 1'b1;
            end
            INST_AND: begin
                alu_op = 3'b010;
                reg_write_en = 1'b1;
            end
            INST_OR: begin
                alu_op = 3'b011;
                reg_write_en = 1'b1;
            end
            INST_XOR: begin
                alu_op = 3'b100;
                reg_write_en = 1'b1;
            end
            INST_SHL: begin
                alu_op = 3'b101;
                reg_write_en = 1'b1;
            end
            INST_SHR: begin
                alu_op = 3'b110;
                reg_write_en = 1'b1;
            end
            INST_NOT: begin
                alu_op = 3'b111;
                reg_write_en = 1'b1;
            end
            INST_NOP: begin
                alu_op = 3'b000;
                reg_write_en = 1'b0;
            end
            default: begin
                alu_op = 3'b000;
                reg_write_en = 1'b0;
            end
        endcase
    end
endmodule
module cpu_top(
    input clk,
    input reset,
    input [7:0] instruction,
    output [7:0] result,
    output reg done
);
    wire [3:0] opcode;
    wire [1:0] reg_addr_a, reg_addr_b, reg_addr_dest;
    wire [7:0] reg_data_a, reg_data_b;
    wire [7:0] alu_result;
    wire [2:0] alu_op;
    wire reg_write_en;
    assign opcode = instruction[7:4];
    assign reg_addr_a = instruction[3:2];
    assign reg_addr_b = instruction[1:0];
    assign reg_addr_dest = reg_addr_a;  
    control_unit cu (
        .opcode(opcode),
        .alu_op(alu_op),
        .reg_write_en(reg_write_en)
    );
    register_file rf (
        .clk(clk),
        .reset(reset),
        .read_addr_a(reg_addr_a),
        .read_addr_b(reg_addr_b),
        .write_addr(reg_addr_dest),
        .write_data(alu_result),
        .write_en(reg_write_en),
        .read_data_a(reg_data_a),
        .read_data_b(reg_data_b)
    );
    alu arithmetic_unit (
        .a(reg_data_a),
        .b(reg_data_b),
        .op(alu_op),
        .result(alu_result)
    );
    assign result = alu_result;
    always @(posedge clk or posedge reset) begin
        if (reset)
            done <= 1'b0;
        else
            done <= 1'b1;
    end
endmodule
module register_file(
    input clk,
    input reset,
    input [1:0] read_addr_a,
    input [1:0] read_addr_b,
    input [1:0] write_addr,
    input [7:0] write_data,
    input write_en,
    output [7:0] read_data_a,
    output [7:0] read_data_b
);
    reg [7:0] registers [0:3];
    assign read_data_a = registers[read_addr_a];
    assign read_data_b = registers[read_addr_b];
    always @(posedge clk or posedge reset) begin
        if (reset) begin
            registers[0] <= 8'b0;
            registers[1] <= 8'b0;
            registers[2] <= 8'b0;
            registers[3] <= 8'b0;
        end else if (write_en) begin
            registers[write_addr] <= write_data;
        end
    end
endmodule

===== run.sh =====
#!/bin/bash
# OpenROAD 26Q1-2900-gdf79404cd8, Yosys 0.63+post, stock flow scripts
make -C /OpenROAD-flow-scripts/flow DESIGN_CONFIG=/design/flow/config.mk WORK_HOME=/design/flow/orfs finish

===== config.mk =====
export PLATFORM = sky130hd
export DESIGN_NAME = cpu_top
export DESIGN_NICKNAME = cpu_top
export VERILOG_FILES = /design/flow/design.v
export SDC_FILE = /design/flow/constraint.sdc
export NUM_CORES = 4
export LEC_CHECK = 1
export CORE_UTILIZATION = 50

===== constraint.sdc =====
current_design cpu_top

set clk_period 9.4
set clk_io_pct 0.2

create_clock -name clk0 -period $clk_period [get_ports {clk}]

set non_clock_inputs [all_inputs -no_clocks]
set_input_delay [expr $clk_period * $clk_io_pct] -clock clk0 $non_clock_inputs
set_output_delay [expr $clk_period * $clk_io_pct] -clock clk0 [all_outputs]

==> flow_summary.yaml <==
# flow metrics
clocking:
  clk_root_buffer_cell: "clkbuf_8"
  cts_setup_buffers: 0
  cts.sinks: 33
  tritoncts: "done"
  clkTransAtPathRegs_ps: 60
  htreeDepth: 2
  cts.repair.resized: 0
  clk-insertion-delay-late_ps: 290
  cts_made_buffers: 5
  holdBufCountCts: 0
  ctsLongestPathBuffers: 2
pwr:
  p_leak_nw: 1.52
  ir_worst_vdd_v: 0.000229
  power.total_w: 0.00130
  p_per_area_mw_per_mm2: 381
critical_path:
  r2r_start: "rf.registers[3][1]"
  crit_path_start: "instruction[0]"
  critPathArrivalTime_ps: 6340
  start_kind: "primary input"
  crit_required_ps: 7520
  crit_type: "primary input to output port"
  end_kind: "output port"
  r2r_slack_ps: 5680
  crit_path_max_fanout: 15
global_routing:
  antenna_found_initial: 0
  grt_pass1_vias: 2570
  grt_max_degree: 34
  grt.overflow.total: 0
  grt_usage: 0.288
  grt_pass1_wl_mm: 13.6
drt:
  wl_per_cell_um: 18.8
  antennaDiodeCount: 0
  routed_wl_mm: 8.39
  ant_nets: 0
  dr_total_vias: 2715
  viasPerCell: 6.09
  drt_iter0_markers: 233
  drt-pass1-iter-count: 4
  route.detailed.drc: 0
logic_synthesis:
  edf_count: 0
  syn_area_mm2: 0.00318
  ys_area_mm2: 0.00318
  ff_type: "dfrtp_1"
  yosysWarnings: 5
  synth_async_sr_flop_share: 1.00
  top_area_cell: "dfrtp_1"
  synth_top_cell_by_count: "nand2_1"
  yosys.area.top_type_share: 0.260
  avgSynthCellArea_um2: 8.64
  ys_types: 53
  syn-instance-count: 368
  ys_seq_frac: 0.260
  ys_top_cells_by_count: "nand2_1 (39), dfrtp_1 (33), nor2_1 (33)"
  synth.area.top_cells: "dfrtp_1 (26%), ha_1 (9.4%), mux4_2 (7.8%)"
  synth_flop_count: 33
  yosysCellCount: 368
finish:
  seq_area_um2: 826
  layout-drive-gt1-share: 0.0782
  fill_cells: 537
  syn_to_final_growth_pct: 7.71
  stdcell_area_mm2: 0.00342
  logic_area_mm2: 0.00213
sta:
  rsz0062_at_grt: "no"
  fin_ws_ps: 1180
  hold_ws_ps: 505
  fin_crit_sh: 0.875
  worst_pin_slew_ps: 1020
  setup_violations: 0
  setup_tns_ps: 0
  final-hold-violation-count: 0
  maxSlewHeadroom: 0.312
  min_period_ps: 8220
  clock_skew_ps: 10.2
  maxSlewViolCount: 0
  max_freq_ghz: 0.122
worst_hold_path:
  hp-class: "register to register"
  worstHoldStart: "rf.registers[1][3]"
flow_run:
  tool_warnings: 35
  maxCapViolations: 0
floorplanning:
  coreArea_mm2: 0.00603
  die_w_um: 81.7
  chip_area_mm2: 0.00668
  ios: 19
  die_y_um: 81.7
  fp_util: 0.528
  num_rows: 28
place:
  dpl_cell_area_mm2: 0.00334
  portBuffers: 18
  place_worst_setup_slack_ps: 1220
  place_hpwl_mm: 6.37
  gp_congestion: 0.995
run_status:
  status: "finished, final reports clean"
routing by layer:
metal,vias to the layer above,track usage,share of wire
met3,16,0.0598,0.066
met2,103,0.437,0.46
met4,0,0.0719,0.024
met1,1265,0.441,0.45
met5,-,0,0
li1,1331,-,-
layout make-up:
type	instances	area share
well taps	75	0.0274
clock buffers	6	0.0212
repair buffers	19	0.0548
flip-flops and latches	33	0.241
inverters	28	0.0307
multi-input cells	283	0.622
clock inverters	2	0.00292
logic make-up (layout without fill, tap and decap cells):
logic type      Yosys count  count (layout)  share of synthesized area
simple gates            112             112                      0.170
compound gates          102             102                      0.203
buf+inv                  52              55                     0.0704
flops                    33              33                      0.260
mux                      31              31                      0.163
fa+ha+maj                25              25                      0.101
xor+xnor                 12              12                     0.0331
other cells               1               1                    0.00118
per-stage QoR:
step	util	cells
after floorplan	-	368
after global placement	0.555	438
after detailed placement	0.555	438
after CTS	0.568	446
after global routing	0.568	446
final	0.568	446
path summary, 6_finish.rpt:
kind,depth (start not counted),to
setup reg to reg,11,rf.registers[1][6]
hold / removal,2,rf.registers[1][3]
setup / recovery,16,result[7]
min in group asynchronous,3,rf.registers[1][7]
max in group asynchronous,3,rf.registers[1][1]
hold reg to reg,2,rf.registers[1][3]
where the power goes:
part           leakage [nW]  internal (W)  switching, W
Clock                0.0450     0.0000513     0.0000519
Combinational          1.08      0.000420      0.000517
Sequential            0.397      0.000209     0.0000545
critical path, cell delays in order:
cell and delay [ps]:
clkdlybuf4s50_1 810, mux2i_1 250, mux2_2 310, inv_1 270, or3_4 480, or3_4 400, o21ai_0 190, xnor2_1 90
ha_1 320, nand2_1 60, a21o_1 160, and3_1 180, o21a_1 180, o21ai_2 210, nand2_1 80, clkdlybuf4s50_1 440
layout by cell type, fill, tap and decap left out, types with 6 or more instances in the layout:
master           count
ha_1                24
mux4_2              11
a21oi_1             19
a21o_1               6
mux2i_1             13
o22ai_1              6
nor3_1               8
nand2_1             39
inv_1               28
nor2_1              33
clkdlybuf4s50_1     18
nand2b_1            10
o21ai_0             30
xnor2_1              9
dfrtp_1             33
a31oi_1             11
state kept, by name, summed over array words and instances, names as in the netlist:
| signal | count |
|---|---|
| rf.registers | 32 |
| done | 1 |
Power and IR drop assume default switching activity.
